`./config.mk`:
```
export PLATFORM = sky130hd
export DESIGN_NAME = simple_arbiter
export DESIGN_NICKNAME = simple_arbiter
export VERILOG_FILES = /design/flow/design.v
export SDC_FILE = /design/flow/constraint.sdc
export NUM_CORES = 4
export LEC_CHECK = 1
export CORE_AREA = 10 10 94 94
export DIE_AREA = 0 0 104 104
```
`./constraint.sdc`:
```
current_design simple_arbiter

set clk_period 10.5
set clk_io_pct 0.2

create_clock -name clk0 -period $clk_period [get_ports {clk}]

set non_clock_inputs [all_inputs -no_clocks]
set_input_delay [expr $clk_period * $clk_io_pct] -clock clk0 $non_clock_inputs
set_output_delay [expr $clk_period * $clk_io_pct] -clock clk0 [all_outputs]
```
`./design.v`:
```
module simple_arbiter #(
    parameter REQUASTERS_QUANT = 8
) (
    input clk,
    input rst,
    input logic [REQUASTERS_QUANT - 1:0] req,
    output logic [REQUASTERS_QUANT - 1:0] grants 
);
    logic [REQUASTERS_QUANT - 1:0] static_req, static_grants, pointer_req;
    logic [$clog2(REQUASTERS_QUANT) - 1:0] ptr, new_ptr;
    assign static_req = (req >> ptr) | (req << (REQUASTERS_QUANT - ptr));
    assign grants = (static_grants << ptr) | (static_grants  >> (REQUASTERS_QUANT - ptr));
    always_comb begin
        static_grants = 'b0;
        for (int i = REQUASTERS_QUANT - 1; i >= 0; i--)
            if (static_req[i]) begin
                static_grants = (1'b1 << i);
            end
    end
    assign pointer_req = static_req ^ static_grants;
    always_comb begin
        new_ptr = 'b0;
        for (int i = REQUASTERS_QUANT - 1; i >= 0; i--)
            if (pointer_req[i]) begin
                new_ptr = i;
            end
    end
    always_ff @(posedge clk or posedge rst)
        if (rst) ptr <= 'b0;
        else ptr <= ptr + new_ptr;
endmodule
```
`./run.sh`:
```
#!/bin/bash
# OpenROAD 26Q1-2900-gdf79404cd8, Yosys 0.63+post, stock flow scripts
make -C /OpenROAD-flow-scripts/flow DESIGN_CONFIG=/design/flow/config.mk WORK_HOME=/design/flow/orfs finish
```
==> job_summary.md <==
### Yosys + OpenROAD results

| Metric | Value |
|---|---|
| Clock buffer depth | 2 |
| Post-CTS Setup Inserts | 0 |
| Crit start category | input pin |
| PortBufs | 17 |
| Die Y-Extent | 104 um |
| Mapped cell area | 0.001698 mm2 |
| Cycle use final | 0.7174 |
| PnR worst setup slack | 2.968 ns |
| Worst Hold Path EP | ptr[0] |
| P&R area growth vs syn | 13.49% |
| Most flops, register | ptr |
| Slew Limit Headroom | 0.4952 |
| CTS tree | done |
| HP Class | register to register |
| Synthesis area per yosys | 0.001698 mm2 |
| Vias in the first global route | 1705 |
| Worst EP arrival | 5.43 ns |
| Flip-flops with a built-in enable | 0 |
| Post-DRT Antenna Nets | 0 |
| CTS Buf Count | 3 |
| Reg2Reg Setup Slack | 5.35 ns |
| Vias | 1840 |
| CP Max Fanout | 9 |
| Top flop regs | ptr: 3 flops |
| Pre-Place Util | 0.2485 |
| CP Class | input pin to output port |
| DP Area | 0.001882 mm2 |
| Final core occ | 0.2821 |
| Initial antenna violation count | 0 |
| Minimum clock period | 7.532 ns |
| Synth cell types | 65 |
| Setup slack at placement | 2.998 ns |
| H-tree depth | 1 |
| Warnings from Yosys | 1 |
| Data required, critical path | 8.40 ns |
| Outcome | finished, final reports clean |
| Synth Seq Share | 0.04422 |
| Setup Skew | 0.001249 ns |
| Crit end category | output port |
| Die area | 0.01082 mm2 |
| Number of inserted diodes | 0 |
| RSZ-0062 raised after global routing | no |
| Vias per inst | 5.476 |
| Sequential Area | 75.07 um2 |
| Drt first pass iters | 5 |
| CP most frequent cell | clkdlybuf4s50_1 |
| Gp weighted congestion | 0.9894 |
| Root Driver | clkbuf_8 |
| Worst-path cell with the longest stage delay | clkdlybuf4s50_1 |
| Clk slew on worst S/H paths | 0.03 ns |
| Final Hold Vio Count | 0 |
| Post-Route WL | 5.281 mm |
| Reg2Reg Depth | 17 |
| Cells after Synth | 236 |
| Share of layout cells above drive strength 1 | 0.09583 |
| Post-synth regs | 3 |
| Avg WL per Cell | 15.72 um |
| Slew Limit Fails | 0 |
| Logic area | 0.001453 mm2 |
| Design Area, Final | 0.001927 mm2 |
| Worst slew pin tran | 0.7493 ns |
| Min-delay src | ptr[0] |
| Synth Flop Type | dfrtp_1 |
| Largest register FFs | 3 |
| Fillers | 774 |
| Gr ovfl total | 0 |
| Synthesized area per cell | 7.194 um2 |
| # hold bufs at CTS | 0 |
| Post-CTS sizing | 0 |
| Clk sinks | 3 |
| Max Cap Viol | 0 |
| Asr flop ratio synth | 1.000 |
| Largest net degree at the start of global routing | 40 |
| First-pass GRT wire length | 8.769 mm |
| Ys cells | 236 |
| Core Region | 0.006832 mm2 |
| Worst r2r src | ptr[0] |
| DR DRC count | 0 |
| Chip width | 104 um |
| Stage-log warning count | 25 |
| Worst-Skew Late Latency | 0.21 ns |
| Cell Chain, Critical Path | clkdlybuf4s50_1 -> mux2i_1 -> mux4_2 -> o21a_1 -> o211a_4 -> nand2_4 -> or4b_1 -> or2_0 -> a32oi_1 -> clkdlybuf4s50_1 |
| Final setup viols | 0 |
| Hold path depth | 2 |
| Post-DP HPWL | 4.055 mm |
| Fmax | 0.1328 GHz |
| Setup TNS | 0 ns |
| Max incr delay on CP | 0.54 ns |
| DRC marker count from the first detailed-route iteration | 214 |
| Rows | 30 |
| Io pins | 18 |
| GR Util All Layers | 0.09415 |
| RR Endpoint | ptr[2] |
[final cells by class]
cell class,instances,area share
Inverter,7,0.01364
Tap cell,96,0.06234
Sequential cell,3,0.03896
Timing Repair Buffer,22,0.1078
Clock buffer,4,0.02338
Multi-Input combinational cell,204,0.7539
[worst max path at each step]
stage / from / to / slack [ns] / cells after the start
6_report: req[7] / grants[0] / 2.97 / 10
5_1_grt: req[7] / grants[0] / 2.79 / 10
4_1_cts: req[7] / grants[0] / 2.98 / 10
[layer usage]
layer	track usage	part of all wire	vias to the layer above
li1	-	-	908
met2	0.1586	0.50	87
met5	0	0	-
met1	0.1206	0.40	831
met3	0.01378	0.072	14
met4	0.02982	0.026	0
[critical path, delay by kind of cell]
kind / cells / cell delay, ns
muxes: 2 / 0.64
and+or+nand+nor: 3 / 0.83
AOI/OAI and AO/OA: 3 / 0.83
buffers and inverters: 2 / 1.03
[logic make-up after synthesis]
kind of cell / after synthesis / synth area share
AND-OR/OR-AND: 78 / 0.3250
XOR/XNOR: 4 / 0.02506
adder cells (fa/ha/maj): 6 / 0.04495
buffers and inverters: 29 / 0.1002
flip-flops: 3 / 0.04421
multiplexers: 25 / 0.1887
AND/OR/NAND/NOR: 91 / 0.2719
[placed cells by master, fill, tap and decap left out, types with 3 or more instances in the layout]
cell	n
a21oi_1	17
a32oi_1	5
a211oi_1	3
nor2b_1	3
mux4_2	4
nand2b_1	7
nand3_1	7
dfrtp_1	3
mux2i_1	17
clkbuf_8	3
o21ai_0	17
inv_1	6
o22ai_1	6
buf_4	5
a31oi_1	3
nor2_1	24
nand4_1	4
nor3_1	5
o211ai_1	4
and3_1	3
clkdlybuf4s50_1	17
nand2_1	23
[metrics by stage]
stage,hold WS [ns],std cells
after floorplan,0.5028,236
after global placement,0.9445,332
after detailed placement,0.9399,332
after CTS,0.9451,336
after global routing,0.9968,336
final,0.9556,336
[synthesized netlist by cell type (3+ instances only)]
library cell / number / area, um2
a211oi_1: 3 / 22.52
a21oi_1: 17 / 85.08
a31oi_1: 3 / 18.77
a32oi_1: 5 / 43.79
and3_1: 3 / 18.77
buf_2: 7 / 35.03
buf_4: 3 / 22.52
buf_6: 4 / 45.04
clkbuf_1: 7 / 26.28
dfrtp_1: 3 / 75.07
inv_1: 6 / 22.52
mux2i_1: 17 / 170.2
mux4_2: 4 / 90.09
nand2_1: 23 / 86.33
nand2b_1: 7 / 43.79
nand3_1: 7 / 35.03
nand4_1: 4 / 25.02
nor2_1: 24 / 90.09
nor2b_1: 3 / 18.77
nor3_1: 5 / 25.02
o211ai_1: 4 / 30.03
o21ai_0: 17 / 85.08
o22ai_1: 6 / 37.54
