[./run.sh]
#!/bin/bash
# OpenROAD 26Q1-2900-gdf79404cd8, Yosys 0.63+post, stock flow scripts
make -C /OpenROAD-flow-scripts/flow DESIGN_CONFIG=/design/flow/config.mk WORK_HOME=/design/flow/orfs finish
[./config.mk]
export PLATFORM = sky130hd
export DESIGN_NAME = packet_arbiter
export DESIGN_NICKNAME = packet_arbiter
export VERILOG_FILES = /design/flow/design.v
export SDC_FILE = /design/flow/constraint.sdc
export NUM_CORES = 4
export LEC_CHECK = 1
export CORE_UTILIZATION = 30
[./constraint.sdc]
current_design packet_arbiter

set clk_period 8.3
set clk_io_pct 0.2

create_clock -name clk0 -period $clk_period [get_ports {clk}]

set non_clock_inputs [all_inputs -no_clocks]
set_input_delay [expr $clk_period * $clk_io_pct] -clock clk0 $non_clock_inputs
set_output_delay [expr $clk_period * $clk_io_pct] -clock clk0 [all_outputs]
[./design.v]
module packet_arbiter #(
    parameter REQUASTERS_QUANT = 8
) (
    input clk,
    input rst,
    input logic [REQUASTERS_QUANT - 1:0] req,
    input logic [REQUASTERS_QUANT - 1:0] req_is_last,
    output logic [REQUASTERS_QUANT - 1:0] grants 
);
    logic [REQUASTERS_QUANT - 1:0] static_req, 
        static_grants, pointer_req;
    logic [$clog2(REQUASTERS_QUANT) - 1:0] ptr, new_ptr, calc_ptr;
    assign static_req = (req >> ptr) | (req << (REQUASTERS_QUANT - ptr));
    assign grants = (static_grants << ptr) | (static_grants  >> (REQUASTERS_QUANT - ptr));
    wire grant_is_last = |(req_is_last & grants);
    always_comb begin
        static_grants = 'b0;
        for (int i = REQUASTERS_QUANT - 1; i >= 0; i--)
            if (static_req[i]) begin
                static_grants = (1'b1 << i);
            end
    end
    assign pointer_req = static_req ^ static_grants;
    always_comb begin
        new_ptr = 'b0;
        for (int i = REQUASTERS_QUANT - 1; i >= 0; i--)
            if (pointer_req[i]) begin
                new_ptr = i;
            end
    end
    always_ff @(posedge clk or posedge rst)
        if (rst) calc_ptr <= 'b0;
        else if(update_calc_ptr) 
            calc_ptr <= new_ptr;
    always_ff @(posedge clk or posedge rst)
        if (rst) ptr <= 'b0;
        else if(grant_is_last) 
            ptr <= ptr + (force_update_ptr ? new_ptr : calc_ptr);
    enum bit [1:0] {
        IDLE,
        RECIV_PACKET,
        LAST_IN_PACKET
    } prev_state, curr_state;
    always_comb
        if (grant_is_last) curr_state = LAST_IN_PACKET;
        else if (~(|req))  curr_state = IDLE;
        else curr_state = RECIV_PACKET;
    wire update_calc_ptr = 
        (prev_state != RECIV_PACKET) && (curr_state == RECIV_PACKET);
    wire force_update_ptr = 
        (prev_state != RECIV_PACKET) && (curr_state == LAST_IN_PACKET);
    always_ff @(posedge clk or posedge rst)
        if (rst) prev_state <= IDLE;
        else prev_state <= curr_state;
endmodule
==> flow_summary.ini <==
; yosys + openroad results
[synthesis]
yosys-top-cells-count = nand2_1 (29), nor2_1 (25), mux2i_1 (23)
ys_chip_area_um2 = 2350
syn-cell-area_um2 = 2350
top_area_share_pct = 9.80
yosysMostFrequentCell = nand2_1
syn_avg_cell_area_um2 = 8.02
ys.flops = 8
ys_seq_share_pct = 8.58
syn_inst = 293
yosys_warnings = 1
yosys_most_used_dff = dfrtp_1
top_cells_by_area = mux2i_1 (9.8%), dfrtp_1 (7.5%), mux4_2 (5.8%)
ys_types = 87
ys_cells = 293
edf_count = 0
async_flop_share_pct = 100
top_area_cell = mux2i_1

[hold_path]
hold_path.class = reg -> reg

[run_status]
status = complete, no violations

[drt]
drt_iter0_markers = 269
ant_nets = 0
first_pass_iters = 5
n_antenna_cell = 0
vias = 2492
wl_mm = 7.46
vias_per_cell = 6.11
drc_errors = 0
routedWlPerCell_um = 18.3

[final_timing]
hold_viol_final = 0
slew_headroom_pct = 54.2
finalMaxSlewViolations = 0
timing.setup.tns_ns = 0
setup_viol_count_final = 0
hold_ws_ns = 0.487
max_slew.worst_pin.slew_ns = 0.688
fmax_ghz = 0.152
fin_crit_ns = 6.57
fin_skew_ns = 0.00677
rsz0062_at_grt = no
period_used_pct = 79.1

[critical_path]
start_kind = input port
worstPathRequired_ns = 6.64
crit_type = in -> out
end_kind = output pin
cp_max_fo = 9
critPathArrivalTime_ns = 4.91

[clock_network]
cts_tree = done
clock_path_buffers = 2
post_cts_buffers = 0
clock_latency_ns = 0.23
cts_sinks = 8
cts_hold_buf = 0
cts_root_buf = clkbuf_8
h-tree-depth = 1
cts_resized = 0
path_clk_slew_ns = 0.04
cts_buffers = 3

[grt]
grt_max_degree = 39
grt.overflow.total = 0
grt_use_total_pct = 18.9
grt_pass1_wl_mm = 12.4
grt_pass1_vias = 2384
antenna_found_initial = 0

[placement]
hpwl_mm = 5.69
gp_congestion = 1.05
placed_cell_area_um2 = 2660
portBuffers = 25

[job]
warning_count = 25
drv_cap = 0

[layout]
syn_to_final_growth_pct = 15.1
fin_area_um2 = 2700
drive_gt1_share_pct = 15.2

[die]
rows = 31
die_w_um = 90.5
dieArea_um2 = 8190
core_um2 = 7410
die_h_um = 90.5
fp-utilization_pct = 31.7
io_pins = 26
[placed cells by master, fill, tap and decap left out, types with 4 or more instances in the layout]
cell	count
nand4_1	6
dfrtp_1	7
mux4_2	6
o211ai_1	4
a21oi_1	15
mux2i_1	23
nor2_1	25
o21ai_0	11
buf_4	8
inv_1	8
mux2_2	4
a31oi_1	4
nand2_1	29
clkdlybuf4s50_1	25
nand3_1	9
o22ai_1	5
mux2_1	8
nor3_1	8
[kinds of logic (layout without fill, tap and decap cells)]
kind of cell             Yosys count  in the layout  synth area share, %
XOR/XNOR                           5              5                 1.87
AND/OR/NAND/NOR                  107            107                 25.6
buffers and inverters             30             46                 6.71
adder cells (fa/ha/maj)            6              6                 3.20
multiplexers                      41             41                 21.3
AND-OR/OR-AND                     96             96                 32.8
flip-flops                         8              8                 8.58
[cell type report]
cell class	instances	area, µm²
flip-flops and latches	8	201
inverters	9	33.8
repair buffers	33	310
fillers	733	4700
well taps	99	124
multi-input cells	255	1990
clock buffers	4	45.0
[critical path, stage by stage]
cell	delay, ns
clkdlybuf4s50_1	0.54
mux4_2	0.52
a211o_1	0.37
a2111oi_4	0.47
nand4_4	0.21
nor3_1	0.24
a211oi_1	0.09
nor3_1	0.19
o32a_1	0.16
clkdlybuf4s50_1	0.45
[sequential cells by signal, indices dropped and copies added, names as in the netlist]
name / flops
calc_ptr: 3
ptr: 3
prev_state: 2
[path summary, 6_finish.rpt]
path / endpoint / cells past startpoint / slack, ns / from
min in group asynchronous: calc_ptr[2] / 2 / 1.68 / rst
worst min-delay path: calc_ptr[0] / 1 / 0.49 / calc_ptr[0]
worst max-delay path: grants[3] / 10 / 1.73 / req[3]
max in group asynchronous: prev_state[0] / 2 / 6.33 / rst
worst min register to register: calc_ptr[0] / 1 / 0.49 / calc_ptr[0]
worst max register to register: ptr[2] / 17 / 2.58 / ptr[0]
[metal layers]
layer / global-route usage, % / vias up / wire, µm
met1: 27.8 / 1181 / 3330
met5: 0 / - / 0
met4: 6.32 / 0 / 221
met3: 1.71 / 24 / 395
li1: - / 1183 / -
met2: 29.5 / 104 / 3510
[per-stage QoR]
stage / util (%) / worst slack [ns] / cells
floorplan: - / 2.98 / 293
global placement: 35.9 / 1.74 / 404
detailed placement: 35.9 / 1.73 / 404
CTS: 36.5 / 1.73 / 408
global route: 36.5 / 1.47 / 408
finish: 36.5 / 1.73 / 408
